**design/flow/design.v**
```verilog
module lock(
input [3:0] password_in,  	 
input [3:0] password_try,  	 
input       set,     		 
input       unlock,    		 
output [3:0]password_out,  	 
output reg  unlock_out,   	 
output reg  lock_out,   	 
output reg  beep=0,     	 
output reg [7:0] R_color, G_color, B_color,
output reg [3:0] column,  	 
input CLK 
 );
reg [3:0] password;		 
reg [3:0] count;     		 
reg check=0;       		 
assign password_out = password;  
divfreq F1(CLK, CLK_div);
initial 
 begin 
  unlock_out=0;
  lock_out=0;
  count=4'b0000;
  R_color=8'b11111111;
  G_color=8'b11111111;
  B_color=8'b11111111;
  column=4'b1000;
 end
always @(set,unlock)
 begin
  if(set && password_try == 4'b1010)   
   begin
    password = password_in;
    lock_out = 1;
    unlock_out = 0;
    check = 0;    
    beep =0;
   end
  else if(unlock) 
   begin 
    if(password_try == password)   
     begin
      lock_out = 0;
      unlock_out = 1;
      check = 1;   
      beep =0;
     end
    else if(password_try != password )   
     begin
       lock_out = 1;
       unlock_out = 0;
       check = 0;
       beep =1;   
     end
   end
 end
always@(posedge CLK_div)
if(check)  
 begin 
  count <= count + 1'b1;
  if(count>4'b1111)
   count<=4'b1000;
  else if(count==4'b1000) 
   begin
    column<=count;
    R_color<=8'b11111111;
    G_color<=8'b11111111;
    B_color<=8'b11111111;
   end
  else if(count==4'b1001)
   begin
    column<=count;
    R_color<=8'b11111111;
    G_color<=8'b11011111;
    B_color<=8'b11111111;
   end
  else if(count==4'b1010)
   begin
    column<=count;
    R_color<=8'b11111111;
    G_color<=8'b10110011;
    B_color<=8'b11111111;
   end
  else if(count==4'b1011)
   begin
    column<=count;
    R_color<=8'b11111111;
    G_color<=8'b10111111;
    B_color<=8'b11111111;
   end
  else if(count==4'b1100)
   begin
    column<=count;
    R_color<=8'b11111111;
    G_color<=8'b10111111;
    B_color<=8'b11111111;
   end
  else if(count==4'b1101)
   begin
    column<=count;
    R_color<=8'b11111111;
    G_color<=8'b10110011;
    B_color<=8'b11111111;
   end
  else if(count==4'b1110)
   begin
    column<=count;
    R_color<=8'b11111111;
    G_color<=8'b11011111;
    B_color<=8'b11111111;
   end
  else if(count==4'b1111)
   begin
    column<=count;
    R_color<=8'b11111111;
    G_color<=8'b11111111;
    B_color<=8'b11111111;
   end
 end
else if(~check)  
 begin 
  count <= count + 1'b1;
  if(count>4'b1111)
   count<=4'b1000;
  else if(count==4'b1000) 
   begin
    column<=count;
    R_color<=8'b11111111;
    G_color<=8'b11111111;
    B_color<=8'b11111111;
   end
  else if(count==4'b1001)
   begin
    column<=count;
    R_color<=8'b10111111;
    G_color<=8'b11111111;
    B_color<=8'b11111111;
   end
  else if(count==4'b1010)
   begin
    column<=count;
    R_color<=8'b11010011;
    G_color<=8'b11111111;
    B_color<=8'b11111111;
   end
  else if(count==4'b1011)
   begin
    column<=count;
    R_color<=8'b11011111;
    G_color<=8'b11111111;
    B_color<=8'b11111111;
   end
  else if(count==4'b1100)
   begin
    column<=count;
    R_color<=8'b11011111;
    G_color<=8'b11111111;
    B_color<=8'b11111111;
   end
  else if(count==4'b1101)
   begin
    column<=count;
    R_color<=8'b11010011;
    G_color<=8'b11111111;
    B_color<=8'b11111111;
   end
  else if(count==4'b1110)
   begin
    column<=count;
    R_color<=8'b10111111;
    G_color<=8'b11111111;
    B_color<=8'b11111111;
   end
  else if(count==4'b1111)
   begin
    column<=count;
    R_color<=8'b11111111;
    G_color<=8'b11111111;
    B_color<=8'b11111111;
   end  
 end
endmodule
module divfreq(input CLK,output reg CLK_div);  
reg[24:0] Count;
always@(posedge CLK)
 begin
  if(Count > 1000)
   begin
    Count <= 25'b0;
    CLK_div<=~CLK_div;
   end
  else
   Count<=Count+1'b1;
  end
endmodule
```
**design/flow/config.mk**
```make
export PLATFORM = sky130hd
export DESIGN_NAME = lock
export DESIGN_NICKNAME = lock
export VERILOG_FILES = /design/flow/design.v
export SDC_FILE = /design/flow/constraint.sdc
export NUM_CORES = 4
export LEC_CHECK = 1
export CORE_UTILIZATION = 30
```
**design/flow/constraint.sdc**
```tcl
current_design lock

set clk_period 2.1
set clk_io_pct 0.2

create_clock -name clk0 -period $clk_period [get_ports {CLK}]

set non_clock_inputs [all_inputs -no_clocks]
set_input_delay [expr $clk_period * $clk_io_pct] -clock clk0 $non_clock_inputs
set_output_delay [expr $clk_period * $clk_io_pct] -clock clk0 [all_outputs]
```
**design/flow/run.sh**
```bash
#!/bin/bash
# OpenROAD 26Q1-2900-gdf79404cd8, Yosys 0.63+post, stock flow scripts
make -C /OpenROAD-flow-scripts/flow DESIGN_CONFIG=/design/flow/config.mk WORK_HOME=/design/flow/orfs finish
```
==> results.cfg <==
; synthesis and place-and-route metrics
[power_and_ir_drop]
p_leak_nw = 1.02
comb_power_share_pct = 3.9
power.density_cell_area_nw_per_um2 = 369
total_switching_power_mw = 0.157
power_report.internal_total_mw = 0.796
pwr-share-seq_pct = 54.9
design_power_total_mw = 0.953
peakVddDrop_mv = 0.712
power.switching_fraction_pct = 16.4
power.share.clock_pct = 41.3

[setup_path]
critPathMaxStageDelay_ns = 0.41
path_buffers = 2
setup.worst_path.end_class = register
worst-endpoint-required_ns = 2.09
cp_cell_sequence = inv_1 -> ha_1 -> nand2b_1 -> a21oi_1 -> o41ai_2 -> buf_4
timing.critical_path.max_delay_family = flip-flops
setup.worst_path.class = register to register
cp-start-kind = register
r2r_depth = 6
critPathArrivalTime_ns = 1.58
worstReg2RegStart = F1.Count[0]
worst_path_max_delay_cell = dfxtp_1
worst-path-max-fanout = 6
r2r_setup_slack_ns = 0.50
worstReg2RegEnd = F1.CLK_div

[sta]
setup_tns_ns = 0
maxClockFrequency_ghz = 0.627
total_of_endpoints_with_negative_setup_slack_in_the_final_report = 0
finalClockSkew_ns = 0.00365
number_of_register_pins_that_no_clock_reaches = 31
final-max-slew-violation-count = 0
timing.final.crit_period_ns = 1.60
max_slew_margin_pct = 61.7
unconstrained_endpoints = 62
holdWs_ns = 0.509
layout_worst_path_cycle_share_pct = 76.0
grt_setup_unrepaired = no
number_of_endpoints_with_negative_hold_slack_in_the_final_report = 0
worst_pin_slew_ns = 0.573

[synthesis]
ys_cells = 198
synth.distinct_cells = 39
synthesis.yosys.warnings = 3
synth_adder_area_share_pct = 3.69
postSynthAreaPerCell_sq_um = 10.3
ys_sh_mux_pct = 1.60
syn_area_sq_um = 2040
yosysTopAreaCellShare_pct = 44.3
synth.cells.most_frequent = 45 x dfxtp_1, 26 x nor2_1, 13 x inv_1, 11 x o21ai_0, 10 x nand2b_1
netlist_logic_family_top = simple AND/OR/NAND/NOR gates
synth-compound-area-share_pct = 9.22
synth-simple-area-share_pct = 15.2
synth-edff-count = 5
synth_top_cell_by_count = dfxtp_1
async_reset_ff_share_pct = 0
synth.area.top_cells = dfxtp_1 44%, edfxtp_1 7.4%, nor2_1 4.8%
yosys.stat.chipArea_sq_um = 2040
synthesis.instances = 198
cell_type_contributing_the_most_total_cell_area_after_synthesis = dfxtp_1
synth-main-ff-cell = dfxtp_1
synth_flop_count = 57
xor_share_pct = 6.02

[flow_run]
timing.max_cap.violations = 0
warnings = 29

[floorplanning]
top_level_ports = 46
fp.dieH_um = 84.4
row_count = 29
die_x_um = 84.4
core_region_area_sq_um = 6460
design.die.area_sq_um = 7120
initial_utilization_pct = 31.5

[final_layout]
mi_logic_area_sq_um = 815
design_area_sq_um = 2580
final-seq-area_sq_um = 1160
filler_cell_count = 632
flow.area_growth_from_synthesis_pct = 26.9
drive_above_1_share_pct = 5.18

[place]
place.gp.congestion = 0.781
buffer_ports.inserted = 37
dpl_cell_area_sq_um = 2510
dpl.hpwl_um = 2410

[clock_tree]
postCtsSetupBuffers = 0
htree_num_levels = 1
postCtsResizedCells = 0
clock_latency_ns = 0.26
cts_max_path_buffers = 2
cts.root.buffer_cell = clkbuf_8
clock_tree_from_tritoncts = yes
total_clock_buffers_created_by_cts = 3
cts_hold_repair.buffers = 0
worst_setup_hold_path_clk_slew_ns = 0.08

[routing]
post-route-drc-count = 0
drt.antenna.violating_nets = 0
firstDrtPassIters = 24
routed_wirelength_um = 3120
drt_iter0_drc = 23
number_of_diodes_added_for_antenna_fixing = 0
wl_per_cell_um = 9.52
routed_via_density = 4.16
route.vias.total = 1365

[grt]
grt_antenna_before_repair = 0
pin_count_of_the_biggest_net_entering_global_routing = 25
overflow = 0
grt_first_pass_wirelength_um = 5460
grt.total_usage_pct = 9.31
vias_in_the_first_global_route = 1264

[hold_path]
timing.hold.worst_path_depth = 1
timing.hold.worst.class = register to register
min-delay-start = F1.Count[0]
worst_hold_path.endpoint = F1.Count[0]

[run_status]
run_status = complete, no violations
## cells in the final DEF, fill, tap and decap left out, types with 2 or more instances in the layout
| cell type | count |
|---|---|
| a21oi_1 | 2 |
| dlxtn_1 | 3 |
| dfxtp_1 | 45 |
| o21ai_0 | 11 |
| clkdlybuf4s50_1 | 37 |
| nor4_1 | 6 |
| a21o_1 | 2 |
| xnor2_1 | 7 |
| buf_4 | 3 |
| a31oi_1 | 4 |
| o22a_1 | 2 |
| nor2_1 | 26 |
| nand2b_1 | 10 |
| nor3_1 | 4 |
| nand3_1 | 6 |
| xor2_1 | 7 |
| nand2_1 | 5 |
| ha_1 | 6 |
| edfxtp_1 | 5 |
| mux2_2 | 2 |
| conb_1 | 23 |
| inv_1 | 13 |
| dlxtp_1 | 4 |
| clkbuf_8 | 3 |
## logic make-up after synthesis
| logic type | Yosys count |
|---|---|
| other | 2 |
| xor gates and xnor gates | 14 |
| muxes | 3 |
| adders and majority gates | 6 |
| AOI/OAI and AO/OA | 27 |
| buffers and inverters | 26 |
| and+or+nand+nor | 63 |
| latches | 7 |
| DFF | 50 |
## sequential cells by signal, indices dropped and copies added, names as in the netlist
signal	cells
F1.Count	25
G_color	8
beep	1
count	4
check	1
column	4
lock_out	1
F1.CLK_div	1
R_color	8
password	4
## worst max path at each step
stage / startpoint / end / slack (ns) / cells after the start
final: F1.Count[0] / F1.CLK_div / 0.50 / 6
after global routing: F1.Count[0] / F1.CLK_div / 0.41 / 6
after CTS: F1.Count[0] / F1.CLK_div / 0.49 / 6
## layout make-up
| type | count | area share, % |
|---|---|---|
| inverters | 14 | 2.03 |
| clock inverters | 1 | 1.16 |
| clock buffers | 3 | 1.60 |
| multi-input cells | 136 | 31.5 |
| flip-flops and latches | 57 | 44.7 |
| repair buffers | 40 | 15.2 |
| well taps | 77 | 3.73 |
## worst register-to-register path, stage by stage, from the launching register on
cell and delay, ns:
dfxtp_1 0.41, inv_1 0.06, ha_1 0.19, nand2b_1 0.06
a21oi_1 0.07, o41ai_2 0.32, buf_4 0.20
## metrics by stage
stage / cells / util [%] / setup slack [ns]
after detailed placement: 324 / 38.9 / 0.523
after floorplan: 219 / - / 0.580
after global placement: 324 / 38.9 / 0.552
final: 328 / 40.0 / 0.504
after CTS: 328 / 40.0 / 0.494
after global routing: 328 / 40.0 / 0.412
## power groups by stage
stage	logic [mW]	clock network, mW	registers [mW]
CTS	0.0375	0.403	0.523
global route	0.0417	0.422	0.525
finish	0.0367	0.394	0.523
## per-layer routing
layer,part of all wire (%),wire (um),vias to the layer above,GRT usage [%]
met1,48,1510,606,13.1
met5,0,0,-,0
met3,2.8,88,6,0.797
li1,-,-,731,-
met4,0.32,10,0,0.924
met2,48,1510,22,16.8
Power figures rest on the tool's default switching activity, not on a simulated workload.
